<file path="./design.v">
module count_leading #(
    parameter N = 24,                   
    parameter WIDTH = $clog2(N)        
)(
    input  [N-1:0] in,                 
    output [WIDTH-1:0] shift_count      
);
wire [WIDTH-1:0] shift_chain [N:0];    
assign shift_chain[N-1] =in[N-1];  
genvar i;
generate
  for (i = N-2; i >= 0; i = i-1) begin : gen_priority
    assign shift_chain[i] = (in[i] && !(|in[N-1:i+1])) ? 
                            (N - i) :        
                            shift_chain[i+1];            
  end
endgenerate
assign shift_count = shift_chain[0];  
endmodule
</file>
<file path="./run.sh">
#!/bin/bash
# OpenROAD 26Q1-2900-gdf79404cd8, Yosys 0.63+post, stock flow scripts
make -C /OpenROAD-flow-scripts/flow DESIGN_CONFIG=/design/flow/config.mk WORK_HOME=/design/flow/orfs finish
</file>
<file path="./config.mk">
export PLATFORM = sky130hd
export DESIGN_NAME = count_leading
export DESIGN_NICKNAME = count_leading
export VERILOG_FILES = /design/flow/design.v
export SDC_FILE = /design/flow/constraint.sdc
export NUM_CORES = 4
export LEC_CHECK = 1
export CORE_AREA = 10 10 71 71
export DIE_AREA = 0 0 81 81
</file>
<file path="./constraint.sdc">
current_design count_leading

set clk_period 5.0
set clk_io_pct 0.2

create_clock -name clk0 -period $clk_period

set non_clock_inputs [all_inputs -no_clocks]
set_input_delay [expr $clk_period * $clk_io_pct] -clock clk0 $non_clock_inputs
set_output_delay [expr $clk_period * $clk_io_pct] -clock clk0 [all_outputs]
</file>
==> impl_metrics.tcl <==
# metrics dict for downstream scripts
set metrics [dict create \
    synthSimpleGateAreaFrac_pct 58.47 \
    avgViaCountPerCell 3.840 \
    wl_per_cell_um 11.70 \
    rsz0062_at_grt "no" \
    routed_wirelength_mm 1.463 \
    antenna_violating_nets_post_route 0 \
    core_region_area_um2 3633 \
    fa_ha_area_share_pct 0 \
    postCtsSetupBuffers 0 \
    placed_wire_length_estimate_after_detailed_placement_mm 1.346 \
    use_met2_pct 6.210 \
    crit_path_max_incr_delay_ns 0.47 \
    cts-hold-fix-buffers 0 \
    regArea_um2 0 \
    ys_sh_mux_pct 0 \
    rows 22 \
    busiest_layer "met2" \
    timing.critical_path.mode_cell "sky130_fd_sc_hd__clkdlybuf4s50_1" \
    pin_count_of_the_biggest_net_entering_global_routing 6 \
    crit_arrival_ns 2.94 \
    post_synth_ao_oa_area_fraction_pct 36.69 \
    placement.setup.worst_slack_ns 1.047 \
    tightestPinTransition_ns 0.5767 \
    fmax_ghz 0.2537 \
    critical_path.slowest_cell "sky130_fd_sc_hd__clkdlybuf4s50_1" \
    synth_top_cell_by_area "sky130_fd_sc_hd__nor3_1" \
    worst_setup_path_start_kind "primary input" \
    top_cells_by_area_synth "sky130_fd_sc_hd__nor3_1, sky130_fd_sc_hd__nor2_1, sky130_fd_sc_hd__nor4_4, sky130_fd_sc_hd__a21oi_1, sky130_fd_sc_hd__nor2b_1" \
    synth_largest_type_area_fraction_pct 8.065 \
    timing.critical_path.buf_inv 2 \
    fin_tns_setup_ns 0 \
    vias 480 \
    initial_core_util_pct 8.540 \
    design.die.area_um2 6561 \
    placement.io_buffers 29 \
    final_layout_size_suffix_gt1_share_pct 6.494 \
    result_of_the_run "finished clean" \
    criticalPathCategory "primary input to output port" \
    total_leakage_power_nw 0.2139 \
    timing.critical_path.max_delay_family "buffers and inverters" \
    track_usage_pct 4.259 \
    critical_path.endpoint_type "output port" \
    syn_inst 48 \
    tool_warnings 32 \
    report.final.setup_viol 0 \
    antenna_violations_before_repair 0 \
    detail_route.antenna_diodes 0 \
    dieWidth_um 81 \
    finalHoldViolations 0 \
    i_o_pins 29 \
    gp_congestion 0.7484 \
    holdCritPathClass "primary input to output port" \
    timing.max_cap.violations 0 \
    yosys-dominant-comb-family "simple AND/OR/NAND/NOR gates" \
    layout.sequential_cells 0 \
    synthesis.area_um2 310.3 \
    die-height_um 81 \
    gr-usage-met3_pct 1.893 \
    worst_ep_required_time_ns 4.00 \
    power_per_cell_area_nw_per_um2 61.31 \
    cts_resized 0 \
    relSlewSlack_pct 61.20 \
    synth.yosys.seq_area_share_pct 0 \
    nClkBuffers 0 \
    synthesized_chip_area_reported_by_yosys_um2 310.3 \
    vias_in_the_first_global_route 492 \
    worstPathCellList "clkdlybuf4s50_1 > nor4_2 > nand4_1 > a211o_1 > nand3_1 > clkdlybuf4s50_1" \
    area_growth_syn_to_layout_pct 112.9 \
    gr-usage-met1_pct 6.017 \
    ys_cells 48 \
    synth.avg_cell_area_um2 6.465 \
    drt_drc_violations_left 0 \
    finalMaxSlewViolations 0 \
    p_total_w 0.00004050 \
    min_period_ns 3.941 \
    grt_overflow_total 0 \
    drtIter0Drc 23 \
    synthXorXnorAreaFrac_pct 0 \
    setup_ws_ns 1.059 \
    peakVddDrop_v 0.00002886 \
    synth.distinct_cells 26 \
    logic_area_um2 295.3 \
    grt_first_pass_wirelength_mm 2.256 \
    post-route-period-util_pct 78.82 \
    ys_warn_count 1 \
    tritonroute_pass_1_iters 3 \
    worstPathMaxFanout 3 \
    final.fill_count 422 \
]
stage by stage:
step	utilization (%)	instances	hold slack (ns)	instance area (um2)
floorplan	-	48	2.025	310.3
global placement	18.18	125	3.004	660.6
detailed placement	18.18	125	2.997	660.6
CTS	18.18	125	3.000	660.6
global route	18.18	125	3.045	660.6
finish	18.18	125	2.970	660.6
tightest hold or removal path, stage by stage:
cell and delay [ns]:
sky130_fd_sc_hd__clkdlybuf4s50_1 0.42, sky130_fd_sc_hd__inv_1 0.06, sky130_fd_sc_hd__a31oi_1 0.08, sky130_fd_sc_hd__clkdlybuf4s50_1 0.41
cells by family after synthesis:
family                 Yosys count
buffers and inverters            4
AND/OR/NAND/NOR                 28
AND-OR/OR-AND                   16
per-layer routing:
metal,wire length (um),vias up
met3,151,0
met1,703,209
met5,0,-
met4,0,0
li1,-,251
met2,609,20
layout by cell type, fill, tap and decap left out, types with 2 or more instances in the layout:
master                            synthesis  routed
sky130_fd_sc_hd__o31ai_1                  2       2
sky130_fd_sc_hd__a21oi_1                  4       4
sky130_fd_sc_hd__nor3_1                   5       5
sky130_fd_sc_hd__nor4_1                   3       3
sky130_fd_sc_hd__nor2b_1                  3       3
sky130_fd_sc_hd__clkdlybuf4s50_1          0      29
sky130_fd_sc_hd__inv_1                    4       4
sky130_fd_sc_hd__nor2_1                   6       6
sky130_fd_sc_hd__a31oi_1                  2       2
sky130_fd_sc_hd__nand3_1                  2       2
final timing paths:
path / from / to / slack, ns / cells after the start
setup / recovery: in[12] / shift_count[0] / 1.06 / 6
hold / removal: in[0] / shift_count[4] / 2.97 / 4
final cells by class:
type	instances	share of cell area, %
multi-input cells	44	44.70
well taps	48	9.091
inverters	4	2.273
repair buffers	29	43.94
power breakdown:
group	leakage, nW	internal (W)	switching, W	total [W]
Combinational	0.214	0.0000249	0.0000156	0.0000405
Sequential	0	0	0	0
Clock	0	0	0	0
synthesized netlist by cell type (2+ instances only):
cell type and count:
sky130_fd_sc_hd__nor3_1 5, sky130_fd_sc_hd__nor2b_1 3, sky130_fd_sc_hd__nor4_1 3, sky130_fd_sc_hd__inv_1 4, sky130_fd_sc_hd__nor2_1 6, sky130_fd_sc_hd__nand3_1 2
sky130_fd_sc_hd__a21oi_1 4, sky130_fd_sc_hd__o31ai_1 2, sky130_fd_sc_hd__a31oi_1 2
No activity file was given, so power comes from the tool's default toggle rates.
